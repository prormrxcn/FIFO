<file path="/design/flow/run.sh">
#!/bin/bash
# OpenROAD 26Q1-2900-gdf79404cd8, Yosys 0.63+post, stock flow scripts
make -C /OpenROAD-flow-scripts/flow DESIGN_CONFIG=/design/flow/config.mk WORK_HOME=/design/flow/orfs finish
</file>
<file path="/design/flow/config.mk">
export PLATFORM = sky130hd
export DESIGN_NAME = fifo
export DESIGN_NICKNAME = fifo
export VERILOG_FILES = /design/flow/design.v
export SDC_FILE = /design/flow/constraint.sdc
export NUM_CORES = 4
export LEC_CHECK = 1
export CORE_UTILIZATION = 50
</file>
<file path="/design/flow/constraint.sdc">
current_design fifo

set clk_period 3.9
set clk_io_pct 0.2

create_clock -name clk0 -period $clk_period [get_ports {clk}]

set non_clock_inputs [all_inputs -no_clocks]
set_input_delay [expr $clk_period * $clk_io_pct] -clock clk0 $non_clock_inputs
set_output_delay [expr $clk_period * $clk_io_pct] -clock clk0 [all_outputs]
</file>
<file path="/design/flow/design.v">
`timescale 1ns / 1ps
module fifo(
    input clk,
    input rst,
    input push,
    input pop,
    input [7:0] data_in,
    output reg [7:0] data_out,
    output full,
    output empty,
    output reg error
);
    reg [7:0] fifo [0:15];
    reg [4:0] head;   
    reg [4:0] tail;   
    assign empty = (head == tail);
    assign full = ((head[3:0] == tail[3:0]) && (head[4] != tail[4]));
    wire [4:0] count = (head >= tail) ? (head - tail) : (16 + head - tail);
    always @(posedge clk or posedge rst) begin
        if (rst) begin
            head <= 0;
            tail <= 0;
            data_out <= 0;
            error <= 0;
        end
        else begin
            error <= 0;
            if (push && pop) begin
                if (empty) begin
                    error <= 1;   
                    if (!full) begin
                        fifo[head[3:0]] <= data_in;
                        head <= head + 1;
                    end
                end
                else if (full) begin
                    error <= 1;   
                    data_out <= fifo[tail[3:0]];
                    tail <= tail + 1;
                end
                else begin
                    fifo[head[3:0]] <= data_in;
                    data_out <= fifo[tail[3:0]];
                    head <= head + 1;
                    tail <= tail + 1;
                end
            end
            else if (push) begin
                if (!full) begin
                    fifo[head[3:0]] <= data_in;
                    head <= head + 1;
                end
                else begin
                    error <= 1;   
                end
            end
            else if (pop) begin
                if (!empty) begin
                    data_out <= fifo[tail[3:0]];
                    tail <= tail + 1;
                end
                else begin
                    error <= 1;   
                end
            end
            if (head[3:0] == 4'b1111) head[4] <= ~head[4];
            if (tail[3:0] == 4'b1111) tail[4] <= ~tail[4];
        end
    end
endmodule
</file>
==> results_slide.txt <==
Physical Implementation Snapshot

Logic synthesis
  – Chip Area, Yosys: 5970 µm²
  – Simple-Gate Area Share: 7.49%
  – Registers, synthesis: 147
  – Cell area after synthesis: 5970 µm²
  – Synth cell types: 53
  – Yosys adder share: 1.68%
  – Post-synth EDFFs: 128
  – Post-synth seq share: 72.4%
  – Yosys warns: 2
  – Comb area leader: AND-OR/OR-AND gates
  – Ys cells: 400
  – Post-synth top flop: edfxtp_1
  – Avg Cell Area, Syn: 14.9 µm²
  – Post-Synth AOI/OAI Area: 11.2%
  – XOR Share, Synth: 1.91%
  – Mux contribution to synthesized area: 2.62%
  – Cell count after synthesis: 400
  – FFs w/ async S/R, synth: 12.9%

Routing
  – Detailed Routing Iterations Pass 1: 22
  – DR vias/cell: 6.23
  – Final wirelength: 14300 µm
  – Per-cell routed wire length: 24.3 µm
  – DRC violations left: 0
  – Iteration-0 DRC Markers: 243
  – ANT nets after route: 0
  – Diode count: 0
  – Total number of vias: 3677

Global route
  – Vias in the first global route: 3677
  – GRT Resource Usage Total: 27.0%
  – Largest net degree at the start of global routing: 47
  – Initial antenna violation count: 0
  – Gr ovfl total: 0
  – Global-route wire length before repair: 22100 µm

Worst hold path
  – Hold depth: 2
  – Hold Path Class: register to register

Floorplanning
  – Die Size: 12400 µm²
  – Core box area: 11500 µm²
  – Initial Utilization: 51.8%
  – Num ports: 23
  – Cell row count: 39
  – Die H: 111 µm
  – DIE WIDTH: 111 µm

Final timing
  – TNS Setup: 0 ps
  – Measured slew at the worst slew-check pin: 786 ps
  – Setup violators final: 0
  – Worst slew margin: 47.6%
  – Setup Skew: 6.75 ps
  – Final setup margin: 1040 ps
  – Final period utilization: 73.4%
  – Tmin final: 2860 ps
  – Hold Fails Final Rpt: 0
  – Max-slew violation count: 0
  – RSZ-0062 raised after global routing: no
  – Maximum clock rate: 349 MHz

Clock tree
  – Total CTS buffers: 17
  – Max H-tree Level: 4
  – Clock sink count: 147
  – Post-CTS Hold Buffers: 0
  – Clock Latency Late Sink: 420 ps
  – CTS tree: done
  – # Post-CTS Setup Buffers: 0
  – Post-CTS sizing: 0
  – CTS Buffer Depth: 2
  – Clock tree root buffer cell: clkbuf_16
  – Worst-path clk slew: 60 ps

Worst setup path
  – Crit path to: full
  – Arr. time, crit path: 2080 ps
  – CP Data Required Time: 3120 ps
  – CP max FO: 11
  – Setup slack, reg-to-reg: 1070 ps
  – CP startpoint: head[2]
  – Reg-to-reg endpoint: data_out[4]
  – Critical Path Max Stage Delay: 630 ps
  – WS Path Type: register to primary output
  – Endpoint class of the critical path: primary output
  – Worst Reg-to-Reg Cells: 7
  – Setup crit start kind: register
  – Sequence of cells on the critical path: xnor2_1, and4_1, and2_1, clkdlybuf4s50_1
  – CP max-delay cell: dfrtp_1
  – RR Startpoint: tail[0]

Power
  – P_leak: 2.35 nW
  – Sw Ratio: 34.5%
  – PD cells: 757 nW/µm²
  – Internal Power: 3.43 mW
  – Tot Pwr: 5.24 mW
  – Peak VDD IR: 0.385 mV
  – Switch Pwr: 1.81 mW
  – Power share of the clock group: 28.3%
  – Gate power share: 33.2%
  – Seq pwr share: 38.5%

Status
  – Status: finished clean

Place
  – Dpl ws: 990 ps
  – Placed cells: 559
  – DP Wirelength: 9460 µm
  – IO Port Bufs: 22
  – GPL Wtd Cong: 0.929

Flow run
  – Max_cap viols: 0
  – Number of OpenROAD warnings: 31

Cells and area
  – Cell Count, Final, Fillers Out: 590
  – Share of layout cells above drive strength 1: 13.2%
  – Area grow syn2layout: 15.9%
[area by class of cell]
type	instances	area [µm²]
clock buffer	17	425
clock inverter	14	118
fill	870	4600
inverter	9	33.8
multi-input combinational	220	1490
sequential	147	4320
tap	143	179
timing repair buffer	40	355
[routing by layer]
layer,global-route usage [%],wire (µm)
met5,0,0
met4,4.50,255
met3,14.9,1910
met2,36.9,6300
met1,43.2,5860
[how the worst min path moves through the flow]
stage | endpoint | start | slack (ps)
finish | data_out[1] | data_out[1] | 480
global route | data_out[1] | data_out[1] | 490
CTS | data_out[1] | data_out[1] | 490
[worst max-delay path, delay by kind of cell (launching register included)]
family | cells | cell delay [ps]
buf+inv | 1 | 460
flops | 1 | 630
simple gates | 2 | 390
xor+xnor | 1 | 190
[stage by stage]
step | utilization (%) | hold slack [ps] | area, µm²
floorplan | - | 424 | 5970
global placement | 55.3 | 458 | 6370
detailed placement | 55.3 | 468 | 6370
CTS | 60.1 | 487 | 6920
global route | 60.1 | 495 | 6920
finish | 60.1 | 480 | 6920
[synth_stat cells (8+ instances only)]
cell / number / share of area [%]
a21oi_1: 11 / 0.92
a22oi_1: 18 / 2.3
buf_2: 9 / 0.75
clkbuf_1: 8 / 0.50
dfrtp_1: 19 / 8.0
edfxtp_1: 128 / 64
ha_1: 8 / 1.7
inv_1: 8 / 0.50
mux2i_1: 10 / 1.7
nand2_1: 34 / 2.1
nand3_1: 13 / 1.1
nor2_1: 24 / 1.5
xnor2_1: 11 / 1.6
[power by group through the flow]
stage	logic [mW]	registers [mW]	clock network [mW]
after global routing	1.89	2.04	1.57
after CTS	1.73	2.02	1.50
final	1.74	2.02	1.48
[logic make-up after synthesis]
family / after synthesis
AOI/OAI and AO/OA: 90
DFF: 147
and+or+nand+nor: 95
adders and majority gates: 8
buffers and inverters: 33
xor gates and xnor gates: 13
muxes: 14
[placed cells by master (no fill, tap or decap), types with 11 or more instances in the layout]
master           synthesis  layout
a21oi_1                 11      11
buf_4                    1      18
nor2_1                  24      24
dfrtp_1                 19      19
clkbuf_16                0      17
a22oi_1                 18      18
nand2_1                 34      34
edfxtp_1               128     128
clkdlybuf4s50_1          0      22
nand3_1                 13      13
xnor2_1                 11      11
[sequential cells by signal (all words and copies together) (netlist names)]
signal    flops
tail          5
fifo        128
data_out      8
error         1
head          5
Power figures rest on the tool's default switching activity, not on a simulated workload.
